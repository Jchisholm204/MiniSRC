===== ./config.mk =====
export PLATFORM = sky130hd
export DESIGN_NAME = ControlUnit
export DESIGN_NICKNAME = ControlUnit
export VERILOG_FILES = /design/flow/design.v
export SDC_FILE = /design/flow/constraint.sdc
export NUM_CORES = 4
export LEC_CHECK = 1
export CORE_AREA = 10 10 73 73
export DIE_AREA = 0 0 83 83

===== ./constraint.sdc =====
current_design ControlUnit

set clk_period 1.8
set clk_io_pct 0.2

create_clock -name clk0 -period $clk_period [get_ports {clock}]

set non_clock_inputs [all_inputs -no_clocks]
set_input_delay [expr $clk_period * $clk_io_pct] -clock clk0 $non_clock_inputs
set_output_delay [expr $clk_period * $clk_io_pct] -clock clk0 [all_outputs]

===== ./design.v =====
module ControlUnit(
    ir, nRst, clock,
    mb_select, minc_select, rf_write, my_select, alu_control, mpc_select, msrc2_select, mdst_select,
    ra_enable, rb_enable, rz0_enable, rhi_enable, rm_enable, ir_enable, ry_enable, rpc_enable, rpc_temp_enable, rlo_enable,
    zero, rz_b31
);
    input wire nRst, clock;
    input wire [31:0]ir;
    input wire zero, rz_b31;
    output wire ra_enable, rb_enable, rz0_enable, rhi_enable, rm_enable, ir_enable, ry_enable, rpc_enable, rpc_temp_enable, rlo_enable;    
    output wire mb_select, minc_select, mpc_select, msrc2_select, mdst_select;
    output wire rf_write;
    output wire [2:0] my_select;
    output wire [3:0] alu_control;
    reg [2:0]cycle;
    initial
    begin
        cycle = 3'd5;
    end
    always @(posedge clock)
    begin
        case(cycle)
            3'd1   :   cycle = 3'd2;
            3'd2   :   cycle = 3'd3;
            3'd3   :   cycle = 3'd4;
            3'd4   :   cycle = 3'd5;
            3'd5   :   cycle = 3'd1;
        endcase
    end
    assign ir_enable = (cycle == 3'd1) ? 1 : 0;
    assign rpc_enable = (cycle == 3'd1) ? 1 : 0;
    assign rpc_temp_enable = 1;                  
    assign mb_select = (ir[31:28] == 4'b0000) ? 1 : 0 | (ir[31:27] == 5'b00010) ? 1 : 0 | (ir[31:28] == 4'b0110) ? 1 : 0 | (ir[31:27] == 5'b01110) ? 1 : 0;
    assign minc_select = (ir[31:27] == 5'b10011) & ((~ir[22] & ~ir[21] & zero) | (ir[22] & ~ir[21] & ~zero) | (~ir[22] & ir[21] & ~rz_b31) | (ir[22] & ir[21] & rz_b31));
    assign rf_write = ((cycle == 3'd5) ? 1 : 0) & 
                    !(  (ir[31:27] == 5'b00010) ? 1 : 0 | 
                        (ir[31:27] == 5'b10011) ? 1 : 0 | 
                        (ir[31:27] == 5'b10101) ? 1 : 0 | 
                        (ir[31:27] == 5'b10111) ? 1 : 0 | 
                        (ir[31:28] == 4'b1101 ) ? 1 : 0 | 
                        (ir[31:27] == 5'b01111) ? 1 : 0 | 
                        (ir[31:27] == 5'b10000) ? 1 : 0     );
    assign my_select =  (ir[31:27] == 5'b11001) ? 3'd1 :    
                        (ir[31:27] == 5'b11000) ? 3'd3 :    
                        (ir[31:27] == 5'b00000) ? 3'd2 :    
                        (ir[31:27] == 5'b00001) ? 3'd2 :    
                        (ir[31:27] == 5'b10100) ? 3'd4 :    
                        3'd0;
    assign mpc_select = (ir[31:27] == 5'b10100) ? 1 :
                        (ir[31:27] == 5'b10101) ? 1 :
                        0;
    assign msrc2_select =   (ir[31:27] == 5'b01111) ? 1:
                            (ir[31:27] == 5'b10000) ? 1:
                            (ir[31:27] == 5'b10111) ? 1:
                            0;
    assign mdst_select =    (ir[31:27] == 5'b1010) ? 1 : 0;               
    assign alu_control =    (ir[31:27] == 5'b00011) ? 4'b0000 :          
                            (ir[31:27] == 5'b00100) ? 4'b0001 :          
                            (ir[31:27] == 5'b00101) ? 4'b0010 :          
                            (ir[31:27] == 5'b00110) ? 4'b0011 :          
                            (ir[31:27] == 5'b00111) ? 4'b0100 :          
                            (ir[31:27] == 5'b01000) ? 4'b0101 :          
                            (ir[31:27] == 5'b01001) ? 4'b0110 :          
                            (ir[31:27] == 5'b01010) ? 4'b0111 :          
                            (ir[31:27] == 5'b01011) ? 4'b1000 :          
                            (ir[31:27] == 5'b01100) ? 4'b0000 : 
                            (ir[31:27] == 5'b01101) ? 4'b0010 : 
                            (ir[31:27] == 5'b01110) ? 4'b0011 : 
                            (ir[31:27] == 5'b01111) ? 4'b1001 :          
                            (ir[31:27] == 5'b10000) ? 4'b1010 :          
                            (ir[31:27] == 5'b10001) ? 4'b1011 :          
                            (ir[31:27] == 5'b10010) ? 4'b1100 :          
                            4'b0000;
    assign rlo_enable = (ir[31:27] == 5'b01111) ? 1 : 0 | (ir[31:27] == 5'b10000) ? 1 : 0;
    assign rhi_enable = rlo_enable;
    assign ra_enable = 1;
    assign rb_enable = 1;
    assign rz0_enable = 1;
    assign rm_enable = 1;
    assign ry_enable = 1;
endmodule

===== ./run.sh =====
#!/bin/bash
# OpenROAD 26Q1-2900-gdf79404cd8, Yosys 0.63+post, stock flow scripts
make -C /OpenROAD-flow-scripts/flow DESIGN_CONFIG=/design/flow/config.mk WORK_HOME=/design/flow/orfs finish

==> results.toml <==
# physical design summary
[sta]
whs_ns = 0.7443
period_minus_slack_ns = 1.774
fmax_ghz = 0.5637
clock_skew_ns = 0.001307
rsz0062_at_grt = "true"
drv_slew = 0
finalClockPeriodUsage = 0.9856
final_hold_viol_count = 0
finalSetupViolations = 0

[logic_synthesis]
async_flop_share = 0
top_cell_area_share = 0.1651
yosysTopAreaCell = "edfxtp_1"
edf_count = 3
synth_cell_type_count = 34
postSynthCellCount = 77
synthTopCellsByCount = "buf_4, nand2_1, nor2_1"
yosys-stat-cells = 77
top_cell = "buf_4"
yosys_warnings = 1
ys_seq_share = 0.1651
numSynthFlops = 3
ff_type = "edfxtp_1"
avgSynthCellArea_um2 = 7.085
topCellsByArea = "edfxtp_1, buf_4, nor3_1"
syn_area_um2 = 545.5
ys_area_um2 = 545.5

[setup_path]
cp-end-kind = "primary output"
crit_fanout = 2
required_ns = 1.44
worst_path_max_delay_cell = "or3_4"
critical-path-max-stage-delay_ns = 0.34
cp.buffers_inverters = 2
cpLargestDelayFamily = "simple AND/OR/NAND/NOR gates"
worstPathArrival_ns = 1.41
worst_setup_path_start_kind = "input pin"
critPathKind = "input pin to primary output"
critical_path.cell_chain = "buf_6 -> and2_4 -> or3_4 -> a2111oi_4 -> buf_2"

[placed_design]
post_dp_cell_area_um2 = 947.2
gp_congestion = 0.8330
numPortBuffers = 26
dpl.cell_count = 162
dp.final_hpwl_mm = 1.538

[power]
power.leakage_nw = 0.5958
p_total_uw = 468.6
powerDensity_nw_per_um2 = 385.7
peakVddDrop_mv = 0.09986

[clocking]
clockRootBuffer = "clkbuf_8"
tritoncts = "yes"
clk_path_buf_depth = 2
cts_inserted_buffers = 3
clk_pin_slew_worst_paths_ns = 0.03
cts-htree-levels = 1
clock_latency_ns = 0.21
clock-sinks = 3

[route]
drtAntennaViolNets = 0
vias = 759
drc = 0
first_pass_iters = 4
finalWirelength_mm = 2.219
post_drt_wl_per_cell_um = 12.06
viasPerCell = 4.125
n_antenna_cell = 0
first_iter_violations = 29

[floorplan]
core_region_area_um2 = 3744
fp_util = 0.1457
num_rows = 22
chipArea_um2 = 6889
die_w_um = 83
ios = 59
die_y_um = 83

[finish]
design_area_um2 = 1215
instances_no_fill = 184
layout-drive-gt1-share = 0.5882
flop_area_um2 = 90.09
fill_cells = 386
comb_area_um2 = 503.0
largest_reg_flops = 3
area_delta_synth_final_pct = 122.7

[global_route]
grt_pass1_vias = 783
grt_usage = 0.06108
grt_pass1_wl_mm = 3.781
grt_max_degree = 9
grt.overflow.total = 0
antenna_found_initial = 0

[min_path]
hold_path.class = "register to register"

[job]
max-cap-violations = 0
openroad.warnings = 53

[status]
status = "completed"
[cells by family (layout without fill, tap and decap cells)]
group,after synthesis,after routing,synth area share
AND/OR/NAND/NOR,34,34,0.3372
AND-OR/OR-AND,19,19,0.2408
buffers and inverters,16,70,0.1743
flip-flops,3,3,0.1651
XOR/XNOR,2,2,0.03212
adder cells (fa/ha/maj),1,1,0.02293
other,1,6,0.006874
multiplexers,1,1,0.02064
[metal layers]
metal | vias to the layer above | share of wire | global-route usage
met5 | - | 0 | 0
met4 | 0 | 0.015 | 0.009231
met3 | 4 | 0.024 | 0.005906
met2 | 21 | 0.45 | 0.09427
met1 | 355 | 0.51 | 0.09012
li1 | 379 | - | -
[power breakdown]
part / leakage (nW) / switching (mW) / internal (mW)
sequential: 0.0349 / 0 / 0.0763
clock: 0.0228 / 0.0431 / 0.151
combinational: 0.538 / 0.0797 / 0.119
[metrics by stage]
step | TNS (ns) | utilization | setup WS, ns
floorplan | 0 | - | 0.3046
global placement | -8.855 | 0.2530 | -0.7417
detailed placement | -8.933 | 0.2530 | -0.7311
CTS | -0.1944 | 0.3219 | -0.1944
global route | -0.04264 | 0.3245 | -0.04264
finish | 0 | 0.3245 | 0.02601
[cell usage in the layout, fill, tap and decap left out, drive strengths merged, types with 4 or more instances in the layout]
cell	synthesis	layout
a21oi	4	4
buf	12	52
clkbuf	2	6
conb	1	6
dlygate4sd2	0	5
nand2	6	6
nor2	6	6
nor3	5	5
o21ai	4	4
or3	4	4
[timing repair]
item / 4_1_cts / 5_1_grt
gates cloned: 1 / 0
pin swaps: 13 / 7
endpoints found under the setup margin: 17 / 6
hold buffers: 0 / 0
buffers inserted: 16 / 1
gates resized: 87 / 11
[worst paths after layout]
kind | startpoint | slack (ns) | depth (start not counted) | to
setup / recovery | ir[21] | 0.03 | 5 | minc_select
hold / removal | cycle[1] | 0.74 | 2 | cycle[1]
setup reg to reg | cycle[2] | 0.52 | 3 | cycle[1]
hold reg to reg | cycle[1] | 0.74 | 2 | cycle[1]
[final cells by class]
type / instances / share of cell area
inverters: 2 / 0.006179
multi-input cells: 63 / 0.4140
clock buffers: 4 / 0.03708
flip-flops and latches: 3 / 0.07415
repair buffers: 64 / 0.4192
well taps: 48 / 0.04943
[worst reg2reg max path: cells and delay by family, from the launching register on]
| family | cells | cell delay (ns) |
|---|---|---|
| DFF | 1 | 0.41 |
| adders and majority gates | 1 | 0.29 |
| buffers and inverters | 1 | 0.18 |
| AOI/OAI and AO/OA | 1 | 0.15 |
Power figures rest on the tool's default switching activity, not on a simulated workload.
